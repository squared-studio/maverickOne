<file path="design/flow/run.sh">
#!/bin/bash
# OpenROAD 26Q1-2900-gdf79404cd8, Yosys 0.63+post, stock flow scripts
make -C /OpenROAD-flow-scripts/flow DESIGN_CONFIG=/design/flow/config.mk WORK_HOME=/design/flow/orfs finish
</file>
<file path="design/flow/config.mk">
export PLATFORM = sky130hd
export DESIGN_NAME = pipeline_split
export DESIGN_NICKNAME = pipeline_split
export VERILOG_FILES = /design/flow/design.v
export SDC_FILE = /design/flow/constraint.sdc
export NUM_CORES = 4
export LEC_CHECK = 1
export CORE_AREA = 10 10 70 70
export DIE_AREA = 0 0 80 80
</file>
<file path="design/flow/constraint.sdc">
current_design pipeline_split

set clk_period 2.4
set clk_io_pct 0.2

create_clock -name clk0 -period $clk_period [get_ports {clk_i}]

set non_clock_inputs [all_inputs -no_clocks]
set_input_delay [expr $clk_period * $clk_io_pct] -clock clk0 $non_clock_inputs
set_output_delay [expr $clk_period * $clk_io_pct] -clock clk0 [all_outputs]
</file>
<file path="design/flow/design.v">
module pipeline #(
    parameter int DW = 8   
) (
    input logic arst_ni,   
    input logic clk_i,     
    input logic clear_i,   
    input  logic [DW-1:0] data_in_i,         
    input  logic          data_in_valid_i,   
    output logic          data_in_ready_o,   
    output logic [DW-1:0] data_out_o,         
    output logic          data_out_valid_o,   
    input  logic          data_out_ready_i    
);
  logic is_full;
  logic input_handshake;
  logic output_handshake;
  always_comb data_in_ready_o = arst_ni & ~clear_i & ((is_full) ? data_out_ready_i : '1);
  always_comb data_out_valid_o = is_full & arst_ni & ~clear_i;
  always_comb input_handshake = data_in_valid_i & data_in_ready_o;
  always_comb output_handshake = data_out_valid_o & data_out_ready_i;
  always_ff @(posedge clk_i) begin
    if (input_handshake) begin
      data_out_o <= data_in_i;
    end
  end
  always_ff @(posedge clk_i or negedge arst_ni) begin : main_block
    if (~arst_ni) begin
      is_full <= '0;   
    end else begin
      casex ({
        clear_i, input_handshake, output_handshake
      })
        3'b1xx, 3'b001: is_full <= '0;
        3'b010, 3'b011: is_full <= '1;
        default: is_full <= is_full;
      endcase
    end
  end
endmodule
module pipeline_split #(
    parameter int DW = 8   
) (
    input logic arst_ni,   
    input logic clk_i,     
    input logic clear_i,   
    input  logic [DW-1:0] data_in_i,         
    input  logic          data_in_valid_i,   
    output logic          data_in_ready_o,   
    output logic [DW-1:0] data_out_main_o,         
    output logic          data_out_main_valid_o,   
    input  logic          data_out_main_ready_i,   
    output logic [DW-1:0] data_out_secondary_o,         
    output logic          data_out_secondary_valid_o,   
    input  logic          data_out_secondary_ready_i    
);
  logic [DW-1:0] data_out_o;   
  logic          data_out_valid_o;   
  logic          data_out_ready_i;   
  always_comb data_out_main_o = data_out_o;
  always_comb data_out_secondary_o = data_out_o;
  always_comb data_out_main_valid_o = data_out_valid_o;
  always_comb data_out_secondary_valid_o = data_out_main_ready_i ? '0 : data_out_valid_o;
  always_comb data_out_ready_i = data_out_main_ready_i | data_out_secondary_ready_i;
  pipeline #(
      .DW(DW)
  ) u_pipeline (
      .arst_ni,   
      .clk_i,   
      .clear_i,   
      .data_in_i,   
      .data_in_valid_i,   
      .data_in_ready_o,   
      .data_out_o,   
      .data_out_valid_o,   
      .data_out_ready_i   
  );
endmodule
</file>
==> notes.md <==
The synthesis and PnR run went through. The run finished with clean final reports. Cell total in the yosys stat output landed at 25. After detailed routing, the number of remaining DRC violations is 0. Number of distinct library cells after synthesis landed at 11.

According to the I/O placement log, the pin count is 33. Across all setup checks in the final design, the least slack found is 0.107 ns. Number of violations reported at the end of detailed-routing iteration 0 landed at 9. The number of antenna violations at the first check in global routing came to 0. Final cycle utilization of the critical path landed at 0.955. The layout summary lists the proportion of cells stronger than drive strength 1 as 0.0926. Post-placement setup slack landed at 0.138 ns. Number of nets with antenna violations after routing landed at 0. Number of H-tree branching levels landed at 1.

In this run, CTS created clock tree buffers numbering 3. Summed over all cells, the static leakage comes to 0.263 nW. Among the stages of the critical path, the cell type that occurs most often is sky130_fd_sc_hd__clkdlybuf4s50_1. Looking at the worst setup and hold paths, the clock pins of their registers show a slew of 0.07 ns. Overall overflow remaining after global route landed at 0. The pin closest to its max-slew limit shows a slew of 0.244 ns. Post-cts resize count landed at 0.

The die is 80 um tall. Area figure in the yosys stat output landed at 394 um2. According to the hold report, the worst path is of the in -> async type. Maximum clock frequency landed at 436 MHz.

Summing over the stages, the warning tally comes to 25. For this design the ratio of total power to cell area is 456 mW/mm2. In the power breakdown, the internal column shows 0.278 mW. Number of warnings printed during yosys synthesis landed at 2. Of the total power, registers draw 0.526. Clock latency reported for the late side of the worst-skew pair landed at 0.26 ns. Fraction of synthesis flops using an asynchronous set or reset pin landed at 0.111. Net switching fraction of the power landed at 0.184.

According to the floorplan report, the placeable core area is 0.00342 mm2. Area share of the largest cell type after synthesis landed at 0.610. The longest clock path from root to sink contains 2 buffers. Subtracting the final worst setup slack from the clock period gives 2.29 ns.

Per the detail_route report, inserted antenna diodes total 0. Post-synthesis area per instance landed at 15.8 um2. The report shows a maximum critical-path fanout of 6. Looking at the clock tree report, the root buffer type is sky130_fd_sc_hd__clkbuf_4. Number of sinks on the clock net landed at 9. Count of max-cap constraint violations landed at 0.

In this run, synthesis inferred 8 flip-flops with an integrated enable. Listed in order, past its start point the critical path passes clkdlybuf4s50_1 > nor4bb_1 > clkdlybuf4s50_1. For reference, the final report shows the max-slew violation count at 0.

Dividing the detail-routed via count by the number of cells gives 3.08. Number of instances in the placed design landed at 96. The most critical hold endpoint after final layout shows a slack of 0.424 ns. Setup repair after global routing left no endpoint under its margin.

Per the gpl log, the routability congestion estimate is 0.694. Synthesis produced 25 cells. On the critical path the data arrives at 1.81 ns. The analysis reports a worst IR drop on VDD of 145 uV. The power report puts the net switching power at 0.0627 mW.

Sum of negative setup slack landed at 0 ns. Number of buffers inserted by post-CTS setup repair landed at 0. Share of total power in the clock network landed at 0.333. Starting utilization of the core area landed at 0.115. Total wire length after detailed routing landed at 1130 um.

TritonCTS built the clock tree. Count of endpoints failing setup in the final report landed at 0. Core occupancy in the finished layout landed at 0.218.

The clock arrives with 0.0115 ns of skew. Sorting the synthesized cells by area gives the leading types as sky130_fd_sc_hd__edfxtp_1 (61%), sky130_fd_sc_hd__buf_4 (15%), sky130_fd_sc_hd__dfrtp_1 (6.3%). sky130_fd_sc_hd__edfxtp_1 takes more of the synthesized area than any other cell.

Detailed-router iteration count before antenna repair landed at 2. The first global-routing pass estimated 1570 um of wire. Of the total power, combinational logic draws 0.140. Measured against its own limit, the worst slew margin works out to 0.835. Detailed placement HPWL landed at 1010 um. Summing every instance area after synthesis gives 394 um2. Post-route non-filler standard cell count landed at 100.

Per the synth stats, the flop cell with the highest instance count is sky130_fd_sc_hd__edfxtp_1. Routed wirelength normalized by instance count landed at 11.3 um. Post-cts hold buffer count landed at 0. Total global-route track usage over all layers is 0.0314. Counting flops and latches in the post-synthesis netlist gives 9. For reference, the most critical setup path is categorized as in -> out. The share of the Yosys chip area taken by registers is 0.673. Critical path required time landed at 1.92 ns. Delay of the slowest cell on the worst path landed at 0.57 ns. Final count of hold timing violations landed at 0. Standard-cell row count landed at 21. Across all layers, the routed design uses 308 vias. Chip footprint landed at 0.00640 mm2.

Layout overhead on the synthesized area landed at 89.2%. After synthesis, the most frequently instantiated cells are sky130_fd_sc_hd__buf_4 (8), sky130_fd_sc_hd__edfxtp_1 (8). STA classifies the critical path endpoint as a primary output. STA classifies the critical path startpoint as an input pin. Per the OpenROAD floorplan log, the width of the die is 80 um. As logged by OpenROAD, the buffers inserted on ports number 32. Largest net degree at the start of global routing landed at 9.

Via count of the first global-routing pass landed at 356. Looking at the critical path, the single cell with the biggest stage delay is sky130_fd_sc_hd__clkdlybuf4s50_1.
final cells by class:
class	instances	area [um2]
Fill cell	375	2670
Clock buffer	4	26.3
Multi-Input combinational cell	8	68.8
Sequential cell	9	265
Timing Repair Buffer	33	328
Tap cell	46	57.6
state kept, by name (all words and copies together), names as in the netlist:
register / flops
u_pipeline.is_full: 1
u_pipeline.data_out_o: 8
placed cells by master, fill, tap and decap left out:
cell type,instances
sky130_fd_sc_hd__clkdlybuf4s50_1,32
sky130_fd_sc_hd__edfxtp_1,8
sky130_fd_sc_hd__clkbuf_4,3
sky130_fd_sc_hd__nor3b_2,1
sky130_fd_sc_hd__nor3b_1,1
sky130_fd_sc_hd__nand2_1,1
sky130_fd_sc_hd__nor3_1,1
sky130_fd_sc_hd__and3b_1,1
sky130_fd_sc_hd__nor4bb_1,1
sky130_fd_sc_hd__mux2_1,1
sky130_fd_sc_hd__o21ba_1,1
sky130_fd_sc_hd__clkbuf_1,1
sky130_fd_sc_hd__buf_4,1
sky130_fd_sc_hd__dfrtp_1,1
path summary, 6_finish.rpt:
kind / start / end / slack (ns) / cells after the start
worst max register to register: u_pipeline.is_full / u_pipeline.data_out_o[5] / 1.12 / 3
min in group clk0: u_pipeline.is_full / u_pipeline.is_full / 0.66 / 2
worst max-delay path: arst_ni / data_out_secondary_valid_o / 0.11 / 3
worst min register to register: u_pipeline.is_full / u_pipeline.is_full / 0.66 / 2
worst min-delay path: arst_ni / u_pipeline.is_full / 0.42 / 1
max in group asynchronous: arst_ni / u_pipeline.is_full / 1.81 / 1
logic make-up (layout without fill, tap and decap cells):
group                  after synthesis  after routing  synth area share
AND-OR/OR-AND                        1              1            0.0254
buffers and inverters                8             37             0.152
flip-flops                           9              9             0.673
multiplexers                         1              1            0.0286
AND/OR/NAND/NOR                      6              6             0.121
critical path: cells and delay by family:
kind | cells | cell delay (ns)
buffers and inverters | 2 | 1.09
and+or+nand+nor | 1 | 0.25
power groups by stage:
stage,Clock (mW),Combinational [mW],Sequential (mW)
final,0.113,0.0477,0.179
after global routing,0.129,0.0516,0.180
after CTS,0.120,0.0484,0.179
routing by layer:
metal | global-route usage | vias up | wire length (um)
li1 | - | 142 | -
met1 | 0.0276 | 141 | 389
met2 | 0.0522 | 25 | 473
met3 | 0.0295 | 0 | 267
met4 | 0.00528 | 0 | 0
met5 | 0 | - | 0
per-stage QoR:
stage	instance area, um2	total power [mW]
after global placement	719	0.230
after global routing	746	0.361
after CTS	746	0.347
after detailed placement	719	0.231
final	746	0.340
after floorplan	394	0.192
No activity file was given, so power comes from the tool's default toggle rates.
