$ cat config.mk
export PLATFORM = sky130hd
export DESIGN_NAME = priority_encoder
export DESIGN_NICKNAME = priority_encoder
export VERILOG_FILES = /design/flow/design.v
export SDC_FILE = /design/flow/constraint.sdc
export NUM_CORES = 4
export LEC_CHECK = 1
export CORE_AREA = 10 10 70 70
export DIE_AREA = 0 0 80 80
$ cat constraint.sdc
current_design priority_encoder

set clk_period 1.9
set clk_io_pct 0.2

create_clock -name clk0 -period $clk_period

set non_clock_inputs [all_inputs -no_clocks]
set_input_delay [expr $clk_period * $clk_io_pct] -clock clk0 $non_clock_inputs
set_output_delay [expr $clk_period * $clk_io_pct] -clock clk0 [all_outputs]
$ cat design.v
module encoder #(
    parameter int NUM_WIRE = 16   
) (
    input logic [NUM_WIRE-1:0] wire_in,   
    output logic [$clog2(NUM_WIRE)-1:0] index_o,        
    output logic                        index_valid_o   
);
  logic [NUM_WIRE/2-1:0] index_or_red[$clog2(NUM_WIRE)];
  for (genvar j = 0; j < $clog2(NUM_WIRE); j++) begin : g_addr_or_red
    always_comb begin
      int k;
      index_or_red[j] = '0;   
      k = 0;
      for (int i = 0; i < NUM_WIRE; i++) begin
        if (!((i % (2 ** (j + 1))) < ((2 ** (j + 1)) / 2))) begin
          index_or_red[j][k] = wire_in[i];   
          k++;
        end
      end
    end
  end
  for (genvar i = 0; i < $clog2(NUM_WIRE); i++) begin : g_addr_o
    always_comb index_o[i] = |index_or_red[i];   
  end
  always_comb index_valid_o = |wire_in;
endmodule
module fixed_priority_arbiter #(
    parameter int NUM_REQ = 4   
) (
    input logic               allow_i,   
    input logic [NUM_REQ-1:0] req_i,     
    output logic [NUM_REQ-1:0] gnt_o   
);
  logic [NUM_REQ-1:0] req_found;   
  always_comb req_found[0] = req_i[0];   
  for (genvar i = 1; i < NUM_REQ; i++) begin : g_msb_req_found
    always_comb req_found[i] = req_found[i-1] | req_i[i];   
  end
  always_comb gnt_o[0] = req_i[0] & allow_i;   
  for (genvar i = 1; i < NUM_REQ; i++) begin : g_msb_gnt
    always_comb gnt_o[i] = req_i[i] & ~req_found[i-1] & allow_i;   
  end
endmodule
module priority_encoder #(
    parameter int NUM_WIRE = 16   
) (
    input logic [NUM_WIRE-1:0] wire_in,   
    output logic [$clog2(NUM_WIRE)-1:0] index_o,        
    output logic                        index_valid_o   
);
  logic [NUM_WIRE-1:0] one_hot_out;   
  fixed_priority_arbiter #(
      .NUM_REQ(NUM_WIRE)   
  ) u_fixed_priority_arbiter (
      .allow_i('1),
      .req_i(wire_in),      
      .gnt_o(one_hot_out)   
  );
  encoder #(
      .NUM_WIRE(NUM_WIRE)   
  ) u_encoder (
      .wire_in      (one_hot_out),    
      .index_o      (index_o),        
      .index_valid_o(index_valid_o)
  );
endmodule
$ cat run.sh
#!/bin/bash
# OpenROAD 26Q1-2900-gdf79404cd8, Yosys 0.63+post, stock flow scripts
make -C /OpenROAD-flow-scripts/flow DESIGN_CONFIG=/design/flow/config.mk WORK_HOME=/design/flow/orfs finish
==> flow_summary.toml <==
# yosys + openroad results
[timing]
fin_setup_tns_ns = -0.0163
setup_ws_ns = -0.0163
post-route-period-util = 1.01
maxSlewHeadroom = 0.829
rsz0062_at_grt = "true"
whs_ns = 1.02
fmax_ghz = 0.522
hold_viol_final = 0
period_needed_ns = 1.92
worst_pin_slew_ns = 0.255
setup_viol = 1
slew_viol_final = 0

[yosys]
yosysChipArea_um2 = 214
synth.top_cell.area_share = 0.199
ys_seq_frac = 0
yosysCellCount = 31
ys_warn_count = 3
syn_avg_cell_area_um2 = 6.90
netlist_area_um2 = 214
ys_top_cells_by_area = "nor4_4, nor3_1, o32ai_1, a21oi_1, inv_1"
synthCells = 31
top_area_cell = "nor4_4"
yosysUniqueCellTypes = 17
synth.cells.most_frequent = "inv_1, nor3_1, a21oi_1, nor2_1"

[global_routing]
first_global_vias = 457
grt_pass1_wl_um = 1860
grt_max_degree = 4
overflow = 0
antenna_found_initial = 0
track_usage = 0.0330

[floorplanning]
pin_count = 21
fp-row-count = 21
fp.dieW_um = 80
fp_util = 0.0626
coreArea_um2 = 3420
dieArea_um2 = 6400
die_y_um = 80

[routing]
wl_per_cell_um = 9.21
remaining_drc_errors = 0
via_count = 403
firstDrtPassIters = 2
antennaDiodeCount = 0
topRoutingLayerUsed = "met3"
wl_met2_um = 551
via_per_inst = 3.30
ant_nets = 0
dr_wl_met3_um = 59
drt-met1-wl_um = 513
wirelength_um = 1120
drt_iter0_markers = 9

[power_and_ir_drop]
power_density_nw_per_um2 = 150
seq_power_share = 0
power.total_mw = 0.0994
p_leak_nw = 0.293
combinationalPowerShare = 1.000
p_int_mw = 0.0607
p_clk_frac = 0
peakVddDrop_mv = 0.0205
switching_share = 0.389
power_switching_mw = 0.0387

[setup_path]
worstSetupEndpointType = "primary output"
start_kind = "primary input"
path_max_fanout = 2
cp.arrival_ns = 1.54
cp.required_ns = 1.52
crit_type = "in2out"

[clock_network]
hold_buffers = 0

[placed_design]
gp_congestion = 0.826
place_hpwl_um = 946
dp.cells = 117
portBuffers = 21
dp_slack_ns = -0.809
place_area_um2 = 624

[run]
maxCapViolations = 0
tool_warnings = 34

[finish]
seqCellArea_um2 = 0
syn_to_final_growth_pct = 210
final_cells = 122
drive_gt1_frac = 0.645
post-route-util = 0.194
n_clock_buffer = 0
postLayoutCellArea_um2 = 663
ff_count = 0

[hold_path]
hold_path.class = "in2out"
min_to = "index_o[1]"
min-delay-start = "wire_in[1]"
whs_path_depth = 3

[outcome]
violations = "setup timing"
status = "finished with violations"
-- power groups by stage --
stage	Sequential, mW	Clock (mW)	Combinational, mW
6_report	0	0	0.0994
5_1_grt	0	0	0.108
4_1_cts	0	0	0.0982
-- cell type report --
| cell class | instances | area [µm²] |
|---|---|---|
| fillers | 378 | 2750 |
| repair buffers | 45 | 353 |
| well taps | 46 | 57.6 |
| multi-input cells | 27 | 238 |
| inverters | 4 | 15.0 |
-- logic make-up (layout without fill, tap and decap cells) --
logic type	Yosys count	count (layout)	synth area share
buffers and inverters	4	49	0.0702
AND/OR/NAND/NOR	17	17	0.602
AND-OR/OR-AND	10	10	0.327
-- cell usage in the layout (no fill, tap or decap) --
master	instances
clkdlybuf4s15_2	2
nor4_2	2
buf_8	1
a21o_1	1
o32ai_2	1
buf_4	22
buf_6	4
nor2_4	1
a21oi_2	1
o32ai_1	1
nor2_1	2
nor2b_1	1
clkbuf_2	2
a21oi_1	2
nand3_2	1
a31o_1	1
nor3_1	4
dlygate4sd2_1	4
o21ai_1	1
nor4_4	2
buf_2	8
nand2b_1	2
a21boi_2	1
inv_1	4
o221ai_1	1
nand2_1	1
clkdlybuf4s15_1	2
or4b_4	1
-- worst max-delay path by stage --
stage              start             to  slack (ns)  cells past startpoint
CTS           wire_in[4]  index_valid_o       -0.01                      5
global route  wire_in[4]  index_valid_o       -0.05                      5
finish        wire_in[4]  index_valid_o       -0.02                      5
-- routing by layer --
metal	track usage	vias to the layer above
met1	0.0409	181
met4	0	0
met3	0.00455	0
met2	0.0618	9
li1	-	213
met5	0	-
-- critical path: stages --
cell and delay (ns):
buf_8 0.10, nor4_4 0.31, nand3_2 0.13, or4b_4 0.49
buf_2 0.13
-- repair_timing --
| item | in CTS | in global routing |
|---|---|---|
| setup endpoints to repair | 5 | 4 |
| gates resized | 68 | 10 |
| setup buffers | 4 | 1 |
| pin swaps | 9 | 6 |
Power figures rest on the tool's default switching activity, not on a simulated workload.
