==> design/flow/design.v <==
module encoder #(
    parameter int NUM_WIRE = 16   
) (
    input logic [NUM_WIRE-1:0] wire_in,   
    output logic [$clog2(NUM_WIRE)-1:0] index_o,        
    output logic                        index_valid_o   
);
  logic [NUM_WIRE/2-1:0] index_or_red[$clog2(NUM_WIRE)];
  for (genvar j = 0; j < $clog2(NUM_WIRE); j++) begin : g_addr_or_red
    always_comb begin
      int k;
      index_or_red[j] = '0;   
      k = 0;
      for (int i = 0; i < NUM_WIRE; i++) begin
        if (!((i % (2 ** (j + 1))) < ((2 ** (j + 1)) / 2))) begin
          index_or_red[j][k] = wire_in[i];   
          k++;
        end
      end
    end
  end
  for (genvar i = 0; i < $clog2(NUM_WIRE); i++) begin : g_addr_o
    always_comb index_o[i] = |index_or_red[i];   
  end
  always_comb index_valid_o = |wire_in;
endmodule
module fixed_priority_arbiter #(
    parameter int NUM_REQ = 4   
) (
    input logic               allow_i,   
    input logic [NUM_REQ-1:0] req_i,     
    output logic [NUM_REQ-1:0] gnt_o   
);
  logic [NUM_REQ-1:0] req_found;   
  always_comb req_found[0] = req_i[0];   
  for (genvar i = 1; i < NUM_REQ; i++) begin : g_msb_req_found
    always_comb req_found[i] = req_found[i-1] | req_i[i];   
  end
  always_comb gnt_o[0] = req_i[0] & allow_i;   
  for (genvar i = 1; i < NUM_REQ; i++) begin : g_msb_gnt
    always_comb gnt_o[i] = req_i[i] & ~req_found[i-1] & allow_i;   
  end
endmodule
module rotating_xbar #(
    parameter int NUM_DATA   = 4,   
    parameter int DATA_WIDTH = 4    
) (
    input logic [NUM_DATA-1:0][DATA_WIDTH-1:0] input_vector_i,   
    output logic [        NUM_DATA-1:0][DATA_WIDTH-1:0] output_vector_o,   
    input  logic [$clog2(NUM_DATA)-1:0]                 start_select_i     
);
  logic [NUM_DATA-1:0][$clog2(NUM_DATA)-1:0] select_vector_i;
  for (genvar i = 0; i < NUM_DATA; i++) begin : g_select_vector_i
    always_comb begin
      select_vector_i[i] = (start_select_i + i) % NUM_DATA;   
    end
  end
  xbar #(
      .NUM_INPUT (NUM_DATA),
      .NUM_OUTPUT(NUM_DATA),
      .DATA_WIDTH(DATA_WIDTH)
  ) u_xbar (
      .input_vector_i,   
      .output_vector_o,   
      .select_vector_i   
  );
endmodule
module round_robin_arbiter #(
    parameter int NUM_REQ = 4   
) (
    input logic arst_ni,   
    input logic clk_i,     
    input logic               allow_i,   
    input logic [NUM_REQ-1:0] req_i,     
    output logic [NUM_REQ-1:0] gnt_o,        
    output logic               gnt_found_o   
);
  logic [        NUM_REQ-1:0] req_inside;   
  logic [        NUM_REQ-1:0] fp_arb_req;   
  logic [        NUM_REQ-1:0] fp_arb_gnt;   
  logic [$clog2(NUM_REQ)-1:0] index_o;   
  logic [$clog2(NUM_REQ)-1:0] rot_index;   
  logic [$clog2(NUM_REQ)-1:0] rot_index_next;   
  logic                       rot_index_latch_en;   
  logic [$clog2(NUM_REQ)-1:0] final_rot_index;   
  always_comb req_inside = arst_ni ? req_i : '0;
  always_comb final_rot_index = (NUM_REQ - rot_index) % NUM_REQ;
  always_comb rot_index_next = (1 + index_o) % NUM_REQ;
  rotating_xbar #(
      .NUM_DATA  (NUM_REQ),
      .DATA_WIDTH(1)
  ) u_rotate_req (
      .input_vector_i (req_inside),   
      .output_vector_o(fp_arb_req),   
      .start_select_i (rot_index)     
  );
  fixed_priority_arbiter #(
      .NUM_REQ(NUM_REQ)
  ) u_fixed_priority_arbiter (
      .allow_i,
      .req_i(fp_arb_req),   
      .gnt_o(fp_arb_gnt)    
  );
  rotating_xbar #(
      .NUM_DATA  (NUM_REQ),
      .DATA_WIDTH(1)
  ) u_rotate_gnt (
      .input_vector_i (fp_arb_gnt),       
      .output_vector_o(gnt_o),            
      .start_select_i (final_rot_index)   
  );
  encoder #(
      .NUM_WIRE(NUM_REQ)
  ) u_encoder (
      .wire_in(gnt_o),   
      .index_o,   
      .index_valid_o(gnt_found_o)
  );
  always_ff @(posedge clk_i or negedge arst_ni) begin
    if (~arst_ni) begin
      rot_index <= '0;   
    end else if (gnt_found_o) begin
      rot_index <= rot_index_next;   
    end
  end
endmodule
module xbar #(
    parameter int NUM_INPUT  = 4,   
    parameter int NUM_OUTPUT = 4,   
    parameter int DATA_WIDTH = 4    
) (
    input logic [NUM_INPUT-1:0][DATA_WIDTH-1:0] input_vector_i,
    output logic [NUM_OUTPUT-1:0][DATA_WIDTH-1:0] output_vector_o,
    input logic [NUM_OUTPUT-1:0][$clog2(NUM_OUTPUT)-1:0] select_vector_i
);
  for (genvar i = 0; i < NUM_OUTPUT; i++) begin : g_mux
    always_comb begin
      output_vector_o[i] = input_vector_i[select_vector_i[i]];
    end
  end
endmodule
==> design/flow/run.sh <==
#!/bin/bash
# OpenROAD 26Q1-2900-gdf79404cd8, Yosys 0.63+post, stock flow scripts
make -C /OpenROAD-flow-scripts/flow DESIGN_CONFIG=/design/flow/config.mk WORK_HOME=/design/flow/orfs finish
==> design/flow/config.mk <==
export PLATFORM = sky130hd
export DESIGN_NAME = round_robin_arbiter
export DESIGN_NICKNAME = round_robin_arbiter
export VERILOG_FILES = /design/flow/design.v
export SDC_FILE = /design/flow/constraint.sdc
export NUM_CORES = 4
export LEC_CHECK = 1
export CORE_AREA = 10 10 70 70
export DIE_AREA = 0 0 80 80
==> design/flow/constraint.sdc <==
current_design round_robin_arbiter

set clk_period 3.2
set clk_io_pct 0.2

create_clock -name clk0 -period $clk_period [get_ports {clk_i}]

set non_clock_inputs [all_inputs -no_clocks]
set_input_delay [expr $clk_period * $clk_io_pct] -clock clk0 $non_clock_inputs
set_output_delay [expr $clk_period * $clk_io_pct] -clock clk0 [all_outputs]
==> notes.md <==
yosys + openroad results -> antenna fix cells=0, first-pass GRT wire length=1.68 mm, Int Power=0.000149 W, Syn. warnings=6, Worst setup EP type=output port, Post-DP Area=493 um^2, via count=383, actual slew at the worst max-slew pin=0.402 ns, vias per cell=3.72, Cells after Synth=46, Rows=21, final setup violating endpoints=0, Setup Skew=0.00268 ns, min Tclk post-route=2.96 ns, Hold/Removal Path Class=input pin to asynchronous set/reset pin, f_max=0.338 GHz, CTS Buffer Depth=2, largest net degree at the start of global routing=14, tool warnings=25, Max H-tree Level=1, Worst Path Required=2.56 ns, RSZ-0062 raised after global routing=false, Reg clk slew, reported paths=0.03 ns, Synth Seq Share=0.137, Yosys top cell area share=0.137, antenna viol nets, final=0, Largest regs=rot_index x2, Worst Reg-to-Reg Cells=3, Worst VDD drop=87.3 uV, P_leak=0.192 nW, Switching Power=0.0000997 W, biggest area cells=dfrtp_1 14%, a21oi_1 11%, buf_6 9.2%, Largest register FFs=2, postcts setup bufs=0, Iter 0 DRT Violations=42, Yosys Chip Area=365 um^2, drt pass-1 iters=4, power density over cell area=482 mW/mm^2, Critical Path Max Stage Delay=0.55 ns, CTS Hold Buffers Added=0, MaxCap Viol Count=0, DP Wirelength=754 um, number of CTS-inserted buffers=3, Non-Filler Instances=103, most common logic cells in the final layout=11 x clkdlybuf4s50_1, 8 x a21oi_1, 6 x nor2_1, 3 x nand2_1, 3 x clkbuf_4, fin area=515 um^2, status=complete, no violations, Worst EP arrival=2.32 ns, Gate power share=0.465, sw frac=0.401, initial antenna violation count=0, Slew HR=0.732, share of cells above drive strength 1=0.175, clock root cell=clkbuf_4, Mapped Area=365 um^2, I/O Pins=12, slowest CP cell=clkdlybuf4s50_1, Clock Power Share=0.223, chip area=0.00640 mm^2, GRT Total Usage=0.0310, critical-path cell list=clkdlybuf4s50_1 -> or2b_1 -> a21oi_1 -> nor4b_1 -> clkdlybuf4s50_1, sequential share of power=0.311, I/O Buffers=11, CP max FO=9, routed len/inst=9.80 um, routability cong.=0.786, Unique cell types=25, crit share post-route=0.925, crit-path most repeated cell=clkdlybuf4s50_1, Chip Height=80 um, placed cell count=100, core area=0.00342 mm^2, CTS tree=done, Reg with most FFs=rot_index, grt total ovfl=0, Slew Viols, Final=0, Area growth, synth to finish=41.1%, Crit Path Class=input pin to output port, total negative slack=0 ns, Avg Inst Size Synth=7.94 um^2, vias in the first global route=352, area leader, netlist=dfrtp_1, cell total in the yosys stat output=46, DRC violations left=0, FP Util=0.107, Fin. Hold Viols=0, # clock sinks=2, Flops after synth=2, Post-Route WL=1.01 mm, Latency at later pin=0.22 ns, crit path launch type=input pin, post-cts gate resize count=0, die width=80 um, dominant logic cell type in the layout=clkdlybuf4s50_1, layout filler cell count=393
==> routing by layer <==
metal / up-vias / part of all wire / track usage
li1: 195 / - / -
met1: 181 / 0.45 / 0.0405
met2: 5 / 0.50 / 0.0482
met3: 2 / 0.015 / 0.00341
met4: 0 / 0.037 / 0.0176
met5: - / 0 / 0
==> final timing paths <==
path                       slack, ns      endpoint          from
max reg2reg                     1.98  rot_index[0]  rot_index[1]
max                             0.24      gnt_o[3]      req_i[0]
min                             0.72  rot_index[0]       arst_ni
min reg2reg                     0.76  rot_index[0]  rot_index[0]
min in group clk0               0.76  rot_index[0]  rot_index[0]
max in group asynchronous       2.37  rot_index[1]       arst_ni
==> cell usage after synthesis <==
cell,n
or2b_1,1
a211o_2,1
or2b_2,1
nor3_1,1
nand2b_1,1
o21ai_0,1
nor2b_4,1
clkbuf_8,1
o31a_1,1
nand2_1,3
buf_6,3
and4_1,2
nor2_1,6
a211oi_1,1
o41ai_2,1
nor4b_1,1
and3b_1,2
nor2b_1,2
o22ai_1,2
o211a_1,1
o31ai_2,1
dfrtp_1,2
a21oi_1,8
nand4_1,1
buf_4,1
==> power by group through the flow <==
| stage | clock, W | sequential [W] | combinational [W] |
|---|---|---|---|
| CTS | 0.0000596 | 0.0000767 | 0.000117 |
| global route | 0.0000629 | 0.0000821 | 0.000129 |
| finish | 0.0000555 | 0.0000774 | 0.000116 |
==> logic make-up (layout without fill, tap and decap cells) <==
logic type,Yosys count,count (layout),share of synthesized area
AND/OR/NAND/NOR,22,22,0.377
AND-OR/OR-AND,17,17,0.336
buffers and inverters,5,16,0.151
flip-flops,2,2,0.137
==> critical path, delay by kind of cell <==
| kind | cells | cell delay [ns] |
|---|---|---|
| buf+inv | 2 | 1.08 |
| simple gates | 2 | 0.54 |
| compound gates | 1 | 0.06 |
==> layout make-up <==
| type | instances | area [um^2] | area share |
|---|---|---|---|
| flip-flops and latches | 2 | 50.0 | 0.0971 |
| clock buffers | 3 | 22.5 | 0.0437 |
| repair buffers | 13 | 125 | 0.243 |
| multi-input cells | 39 | 260 | 0.505 |
| well taps | 46 | 57.6 | 0.112 |
==> per-stage QoR <==
step | setup WS, ns | util | total power, W | hold slack [ns]
after global placement | 0.243 | 0.144 | 0.000191 | 0.751
final | 0.239 | 0.151 | 0.000249 | 0.717
after CTS | 0.255 | 0.151 | 0.000253 | 0.710
after floorplan | 1.33 | - | 0.000184 | 0.344
after detailed placement | 0.270 | 0.144 | 0.000194 | 0.756
after global routing | 0.0424 | 0.151 | 0.000274 | 0.719
Power figures rest on the tool's default switching activity, not on a simulated workload.
